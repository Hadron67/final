==> design.v <==
package OpCode;
    typedef enum logic [5:0] {
        PSOP_R    = 6'd0,
        PSOP_B    = 6'd1,
        J         = 6'd2,
        JAL       = 6'd3,
        BEQ       = 6'd4,
        BNE       = 6'd5,
        BLEZ      = 6'd6,
        BGTZ      = 6'd7,
        ADDI      = 6'd8,
        ADDIU     = 6'd9,
        SLTI      = 6'd10,
        SLTIU     = 6'd11,
        ANDI      = 6'd12,
        ORI       = 6'd13,
        XORI      = 6'd14,
        LUI       = 6'd15,
        COP0      = 6'd16,
        LB        = 6'd32,
        LH        = 6'd33,
        LWL       = 6'd34,
        LW        = 6'd35,
        LBU       = 6'd36,
        LHU       = 6'd37,
        LWR       = 6'd38,
        SB        = 6'd40,
        SH        = 6'd41,
        SWL       = 6'd42,
        SW        = 6'd43,
        SWR       = 6'd46
    } OpCode_t;
endpackage
package Func;
    typedef enum logic [5:0] {
        SLL   = 6'd0,
        SRL   = 6'd2,
        SRA   = 6'd3,
        SLLV  = 6'd4,
        SRLV  = 6'd6,
        SRAV  = 6'd7,
        JR    = 6'd8,
        JALR  = 6'd9,
        MFHI  = 6'd16,
        MTHI  = 6'd17,
        MFLO  = 6'd18,
        MTLO  = 6'd19,
        MULT  = 6'd24,
        MULTU = 6'd25,
        DIV   = 6'd26,
        DIVU  = 6'd27,
        ADD   = 6'd32,
        ADDU  = 6'd33,
        SUB   = 6'd34,
        SUBU  = 6'd35,
        AND   = 6'd36,
        OR    = 6'd37,
        XOR   = 6'd38,
        NOR   = 6'd39,
        SLT   = 6'd42,
        SLTU  = 6'd43
    } Func_t;
endpackage
module CP0RegNum(
    input wire [4:0] rd,
    input wire [2:0] sel,
    output wire [5:0] regNum
);
    reg [5:0] cp0RegNum;
    assign regNum = cp0RegNum;
    always @* begin
        case(rd)
            5'd7 : cp0RegNum = sel == 3'd0 ? 6'd0 : 6'dx;
            5'd8 : cp0RegNum = 6'd1;
            5'd9 : cp0RegNum = 6'd2;
            5'd11: cp0RegNum = 6'd3;
            5'd12: 
                case(sel)
                    3'd1: cp0RegNum = 6'd4;
                    3'd2: cp0RegNum = 6'd5;
                    3'd3: cp0RegNum = 6'd6;
                    default: cp0RegNum = 6'd7;
                endcase
            5'd13: cp0RegNum = 6'd8;
            5'd14: cp0RegNum = 6'd9;
            5'd15: cp0RegNum = sel == 3'd1 ? 6'd10 : 6'd11;
            5'd16: 
                case(sel)
                    3'd1: cp0RegNum = 6'd12;
                    3'd2: cp0RegNum = 6'd13;
                    3'd3: cp0RegNum = 6'd14;
                    default: cp0RegNum = 6'd15;
                endcase
            5'd17: cp0RegNum = sel == 3'd0 ? 6'd16 : 6'dx;
            5'd18: cp0RegNum = sel == 3'd0 ? 6'd17 : 6'dx;
            5'd19: cp0RegNum = sel == 3'd0 ? 6'd18 : 6'dx;
            5'd23: cp0RegNum = sel == 3'd0 ? 6'd19 : 6'dx;
            5'd24: cp0RegNum = sel == 3'd0 ? 6'd20 : 6'dx;
            5'd25: 
                case(sel)
                    3'd0: cp0RegNum = 6'd21;
                    3'd1: cp0RegNum = 6'd22;
                    default: cp0RegNum = 6'dx;
                endcase
            5'd26: cp0RegNum = 6'd23;
            5'd27: cp0RegNum = 6'd24;
            5'd28: cp0RegNum = sel == 3'd1 ? 6'd25 : 6'd26;
            5'd29: 
                case(sel)
                    3'd0: cp0RegNum = 6'd27;
                    3'd1: cp0RegNum = 6'd28;
                    default: cp0RegNum = 6'dx;
                endcase
            5'd30: cp0RegNum = 6'd29;
            5'd31: cp0RegNum = sel == 3'd0 ? 6'd30 : 6'dx;
            default cp0RegNum = 6'dx;
        endcase
    end
endmodule
==> run.sh <==
#!/bin/bash
# OpenROAD 26Q1-2900-gdf79404cd8, Yosys 0.63+post, stock flow scripts
make -C /OpenROAD-flow-scripts/flow DESIGN_CONFIG=/design/flow/config.mk WORK_HOME=/design/flow/orfs finish
==> config.mk <==
export PLATFORM = sky130hd
export DESIGN_NAME = CP0RegNum
export DESIGN_NICKNAME = CP0RegNum
export VERILOG_FILES = /design/flow/design.v
export SDC_FILE = /design/flow/constraint.sdc
export NUM_CORES = 4
export LEC_CHECK = 1
export CORE_AREA = 10 10 70 70
export DIE_AREA = 0 0 80 80
==> constraint.sdc <==
current_design CP0RegNum

set clk_period 1.9
set clk_io_pct 0.2

create_clock -name clk0 -period $clk_period

set non_clock_inputs [all_inputs -no_clocks]
set_input_delay [expr $clk_period * $clk_io_pct] -clock clk0 $non_clock_inputs
set_output_delay [expr $clk_period * $clk_io_pct] -clock clk0 [all_outputs]
==> notes.md <==
impl run done, here's what came out: outcome finished, final reports clean, P_sw 0.0594 mW, switching share of total power 40.0%, Simple Share, Synth 43.1%, leakage power 0.335 nW, Flop area 0 um^2, mapped cell area 354 um^2, Hold WC Path Type primary input to output port, pin count of the biggest net entering global routing 8, fp util 10.4%, Routed WL 1.35 mm, Crit Path Max Fanout 6, clock network power share 0%, MUX area fraction 4.24%, post-synthesis adder-cell area fraction 2.83%, initial antenna violation count 0, Final Hold Vio Count 0, sequential share of power 0%, total global-route track usage 3.81%, Mapped Avg Cell Area 6.32 um^2, share of cells above drive strength 1 55.4%, worst ir drop on vdd 0.0339 mV, ant diodes 0, DR WL/cell 9.81 um, Tmin final 1.87 ns, Final setup violation count 0, core area 0.00342 mm^2, WHS 1.23 ns, antenna-violating nets left 0, Worst Hold Path EP regNum[1], crit end category output port, OpenROAD warnings 32, DRC violations left 0, crit-path max cell delay 0.40 ns, WP data arrival 1.49 ns, Vias 530, CLK BUF 0, Worst Setup Slack, final 0.0325 ns, row cnt 21, kind of critical path primary input to output port, RSZ-0062 raised after global routing false, initial drt markers 48, power consumption 0.148 mW, CP Launch Type primary input, DP Wirelength 863 um, die height 80 um, Port Buf Inserts 13, fin crit share 98.3%, Pint 0.0891 mW, total grt overflow 0, vias per inst 3.84, # Cells Yosys 56, Hold Crit Start rd[0], Final GP Congestion 0.786, Netlist cell types 29, crit path DRT 1.52 ns, fin util 22.2%, Final Max Slew Viols 0, pwr dens 196 mW/mm^2, Top logic family simple AND/OR/NAND/NOR gates, Seq share, synth 0%, IO Pins 14, DRT Pass-1 Iters 2, chip footprint 0.00640 mm^2, Die Wd 80 um, num sequential 0, pre-CTS setup slack -0.617 ns, crit path from rd[1], CP max-delay cell clkdlybuf4s50_1, Max-Cap Viols 0, XOR Share, Synth 2.47%, Cells on Worst Hold Path 5, CP Cell Sequence buf_6 > buf_6 > maj3_1 > nor2_1 > nor2_1 > clkdlybuf4s50_1, Yosys chip area 354 um^2, first-pass GRT wire length 2.15 mm, Syn Inst Count 56, Max Clk Rate 0.535 GHz, Complex Gates by Area 30.0%, Hold Buf Count CTS 0, Ys Warns 1, area grow syn2layout 114%, Gate power share 100.0%, vias in the first global route 492
==> worst max path at each step <==
| stage | end | cells after the start |
|---|---|---|
| 6_report | regNum[4] | 6 |
| 5_1_grt | regNum[4] | 6 |
| 4_1_cts | regNum[4] | 6 |
==> stage by stage <==
step,area (um^2),TNS [ns],std cells
finish,757,0,138
global route,757,0,138
CTS,728,0,137
detailed placement,593,-2.82,122
global placement,593,-2.79,122
floorplan,354,0,56
==> cell type report <==
type	count	area, um^2
fill	374	2660
multi-input combinational	47	348
timing repair buffer	42	340
tap	46	57.6
inverter	3	11.3
==> cells by family (layout without fill, tap and decap cells) <==
| family | after synthesis | count (layout) |
|---|---|---|
| compound gates | 16 | 16 |
| simple gates | 27 | 27 |
| mux | 1 | 1 |
| fa+ha+maj | 1 | 1 |
| buf+inv | 9 | 45 |
| xor+xnor | 1 | 1 |
| other cells | 1 | 1 |
==> routing by layer <==
| metal | up-vias | global-route usage [%] | wire length (um) |
|---|---|---|---|
| met5 | - | 0 | 0 |
| met4 | 0 | 0 | 0 |
| met3 | 0 | 0.227 | 46 |
| met2 | 9 | 5.94 | 580 |
| met1 | 247 | 5.87 | 728 |
| li1 | 274 | - | - |
==> cells in the mapped netlist (all sizes together), types with 2 or more instances <==
cell,n,area share [%]
nor3,3,4.2
nand2,5,5.3
nor2,5,5.3
a21oi,4,5.7
inv,3,3.2
nand3,2,2.8
nand3b,3,6.4
o21ai,4,5.7
nor2b,2,3.5
nand2b,3,5.3
buf,6,13
==> power by group through the flow <==
stage | clock network, mW | logic, mW | registers [mW]
after CTS | 0 | 0.140 | 0
after global routing | 0 | 0.160 | 0
final | 0 | 0.148 | 0
==> worst max-delay path: cells and delay by family <==
family | cells | cell delay [ns]
adder cells (fa/ha/maj) | 1 | 0.34
buffers and inverters | 3 | 0.63
AND/OR/NAND/NOR | 2 | 0.14
==> what timing repair did <==
| action | in CTS | in global routing |
|---|---|---|
| endpoints found under the setup margin | 5 | 4 |
| cloned | 1 | 0 |
| setup buffers | 14 | 2 |
| resized | 49 | 11 |
| pin swaps | 12 | 11 |
==> cell usage in the layout, fill, tap and decap left out, types with 2 or more instances in the layout <==
| master | netlist | layout |
|---|---|---|
| a21oi_2 | 0 | 2 |
| buf_2 | 1 | 5 |
| buf_4 | 4 | 22 |
| buf_6 | 1 | 8 |
| clkbuf_2 | 0 | 2 |
| clkdlybuf4s15_1 | 0 | 2 |
| inv_1 | 3 | 2 |
| nand2_1 | 5 | 5 |
| nand2b_1 | 3 | 2 |
| nand3_1 | 2 | 2 |
| nand3b_1 | 3 | 3 |
| nor2_1 | 5 | 4 |
| nor3_1 | 3 | 2 |
| o21ai_0 | 4 | 2 |
| o21ai_1 | 0 | 2 |
No activity file was given, so power comes from the tool's default toggle rates.
